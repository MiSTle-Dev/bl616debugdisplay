### design.v
module fifo_async #(
    parameter   DW = 8,
    parameter   EA = 10
)(
    input  wire          i_rstn,
    input  wire          i_clk,
    output wire          i_tready,
    input  wire          i_tvalid,
    input  wire [DW-1:0] i_tdata,
    input  wire          o_rstn,
    input  wire          o_clk,
    input  wire          o_tready,
    output reg           o_tvalid,
    output reg  [DW-1:0] o_tdata
);
reg  [DW-1:0] buffer [(1<<EA)-1:0];   
reg  [EA:0] wptr=0, wq_wptr_grey=0, rq1_wptr_grey=0, rq2_wptr_grey=0;
reg  [EA:0] rptr=0, rq_rptr_grey=0, wq1_rptr_grey=0, wq2_rptr_grey=0;
wire [EA:0] rptr_next = (o_tvalid & o_tready) ? (rptr + {{EA{1'b0}}, 1'b1}) : rptr;
wire [EA:0] wptr_grey      = (wptr >> 1)      ^ wptr;
wire [EA:0] rptr_grey      = (rptr >> 1)      ^ rptr;
wire [EA:0] rptr_next_grey = (rptr_next >> 1) ^ rptr_next;
always @ (posedge i_clk or negedge i_rstn)
    if(~i_rstn)
        wq_wptr_grey <= 0;
    else
        wq_wptr_grey <= wptr_grey;
always @ (posedge o_clk or negedge o_rstn)
    if(~o_rstn)
        {rq2_wptr_grey, rq1_wptr_grey} <= 0;
    else
        {rq2_wptr_grey, rq1_wptr_grey} <= {rq1_wptr_grey, wq_wptr_grey};
always @ (posedge o_clk or negedge o_rstn)
    if(~o_rstn)
        rq_rptr_grey <= 0;
    else
        rq_rptr_grey <= rptr_grey;
always @ (posedge i_clk or negedge i_rstn)
    if(~i_rstn)
        {wq2_rptr_grey, wq1_rptr_grey} <= 0;
    else
        {wq2_rptr_grey, wq1_rptr_grey} <= {wq1_rptr_grey, rq_rptr_grey};
wire w_full  = (wq2_rptr_grey == {~wptr_grey[EA:EA-1], wptr_grey[EA-2:0]} );
wire r_empty = (rq2_wptr_grey == rptr_next_grey                           );
assign i_tready = ~w_full;
always @ (posedge i_clk or negedge i_rstn)
    if(~i_rstn) begin
        wptr <= 0;
    end else begin
        if(i_tvalid & ~w_full)
            wptr <= wptr + {{EA{1'b0}}, 1'b1};
    end
always @ (posedge i_clk)
    if(i_tvalid & ~w_full)
        buffer[wptr[EA-1:0]] <= i_tdata;
initial o_tvalid = 1'b0;
always @ (posedge o_clk or negedge o_rstn)
    if (~o_rstn) begin
        rptr    <= 0;
        o_tvalid <= 1'b0;
    end else begin
        rptr    <= rptr_next;
        o_tvalid <= ~r_empty;
    end
always @ (posedge o_clk)
    o_tdata <= buffer[rptr_next[EA-1:0]];
endmodule
### config.mk
export PLATFORM = sky130hd
export DESIGN_NAME = fifo_async
export DESIGN_NICKNAME = fifo_async
export VERILOG_FILES = /design/flow/design.v
export SDC_FILE = /design/flow/constraint.sdc
export NUM_CORES = 4
export LEC_CHECK = 1
export CORE_UTILIZATION = 30
export SYNTH_MEMORY_MAX_BITS = 65536
### run.sh
#!/bin/bash
# OpenROAD 26Q1-2900-gdf79404cd8, Yosys 0.63+post, stock flow scripts
make -C /OpenROAD-flow-scripts/flow DESIGN_CONFIG=/design/flow/config.mk WORK_HOME=/design/flow/orfs finish
### constraint.sdc
current_design fifo_async

set clk_period 4.4
set clk_io_pct 0.2

create_clock -name clk0 -period $clk_period [get_ports {i_clk}]
create_clock -name clk1 -period $clk_period [get_ports {o_clk}]

set non_clock_inputs [all_inputs -no_clocks]
set_input_delay [expr $clk_period * $clk_io_pct] -clock clk0 $non_clock_inputs
set_output_delay [expr $clk_period * $clk_io_pct] -clock clk0 [all_outputs]
==> out/qor_table.md <==
| Group | Quantity | This run |
|:---|:---|:---|
| run status | Outcome | finished with violations |
| run status | Violations in the final reports | setup timing |
| synthesis | Proportion of register bits with asynchronous set or reset after synthesis | 1.07% |
| worst setup path | Critical Path Start Type | input pin |
| synthesis | Warnings, synthesis | 1 |
| synthesis | Post-Syn Instances | 21000 |
| worst setup path | Capture instance of the worst register-to-register path | o_tdata[4]$_DFF_P_ |
| worst setup path | Beginning of the worst register-to-register path | rptr[0]$_DFF_PN0_ |
| flow run | Log Warnings | 204 |
| final timing | Fin. Hold Viols | 0 |
| synthesis | Number of distinct library cell variants in the gate-level netlist after synthesis | 89 |
| route | Via count | 221000 |
| route | Post-DR vias/cell | 5.53 |
| placed design | Count of placed standard cells including taps | 37800 |
| power | Peak supply drop | 0.000575 V |
| route | Antenna viol nets, final | 0 |
| route | Starting DRT DRC Count | 19200 |
| synthesis | Top cells by area in the synthesized netlist | edfxtp_1 73%, mux4_2 6.7%, mux2i_1 5.3% |
| global routing | Pin count of the biggest net entering global routing | 137 |
| worst setup path | Crit path DRT | 4.66 ns |
| flow run | Max cap viols | 0 |
| synthesis | Post-synthesis instance area | 339000 um2 |
| floorplanning | Die area | 1130000 um2 |
| placed design | Final HPWL DP | 1010 mm |
| finish | Layout Utilization | 37.5% |
| final timing | Minimum setup slack in the final design | -0.482 ns |
| synthesis | Fraction of synthesized cell area taken by the top area cell type | 72.5% |
| synthesis | Chip area estimate from yosys synthesis | 339000 um2 |
| cts | Number of clock sinks | 8289 |
| synthesis | Post-synth top area cell | edfxtp_1 |
| floorplanning | Die width | 1.07 mm |
| route | Post-detailed-routing wire length | 1470 mm |
| synthesis | Number of synthesized register bits | 8289 |
| worst setup path | Kind of critical path | input pin to flip-flop |
| worst setup path | Depth of the worst register-to-register path | 13 |
| floorplanning | Number of placement rows | 390 |
| floorplanning | Height of the die | 1.07 mm |
| global routing | Global route overflow | 0 |
| worst setup path | Critical path data arrival time | 5.14 ns |
| finish | Count of placed standard cells in the final layout, fillers left out | 40000 |
| synthesis | Most common cell in the netlist | edfxtp_1 |
| final timing | Setup repair after global routing missed its margin | yes |
| final timing | Max transition margin | 6.46% |
| global routing | GRT Overall Usage | 27.2% |
| floorplanning | Fp util | 30.1% |
| final timing | Worst Max-Slew Pin Slew | 1.40 ns |
| worst setup path | Maximum net fanout on the critical path | 13 |
| cts | Reg clk slew, reported paths | 0.10 ns |
| min path | Worst hold path type | input pin to asynchronous set/reset pin |
| final timing | Setup violations, final | 8 |
| final timing | Skew final | 0.132 ns |
| finish | Area growth from synthesis to layout | 24.5% |
| synthesis | Post-synthesis cell count from yosys | 21000 |
| floorplanning | Core Region | 1130000 um2 |
| synthesis | Synthesized area divided by synthesized cell count | 16.2 um2 |
| floorplanning | I/O pin cnt | 24 |
| route | First drt pass iteration count | 9 |
| synthesis | Count of flip-flops with a built-in enable after synthesis | 8192 |
| synthesis | Commonest cells in the synthesized netlist | 8192 x edfxtp_1, 3012 x nand2_1, 1800 x mux2i_1, 1189 x nor2_1, 1174 x nand3_1 |
| power | Power per Cell Area | 631 nW/um2 |
| worst setup path | Critical Path End Type | flip-flop |
| synthesis | Seq/Total Area, Yosys | 73.2% |
| global routing | Number of antenna violations at the first check in global routing | 215 |
| cts | Clock tree from TritonCTS | built |
| placed design | Gpl congestion | 1.04 |
| worst setup path | R2r setup slk | -0.48 ns |
| finish | Share of cells above drive strength 1 | 25.9% |
| global routing | Via count of the first global-routing pass | 228000 |
| placed design | Quantity of I/O buffers inserted on ports | 22 |
| route | Count of unresolved DRC violations after routing | 0 |
| synthesis | Flip-flop cell with the highest count after synthesis | edfxtp_1 |
| power | Static leakage | 142 nW |
| route | Routed len/inst | 36.6 um |
| power | Final total power | 266 mW |
| global routing | First-pass GRT wire length | 1950 mm |
| final timing | Total count of max-transition violations in the final report | 0 |
==> logic make-up (layout without fill, tap and decap cells) <==
| kind of cell | count (synthesis) | in the layout | synth area share, % |
|---|---|---|---|
| flops | 8289 | 8289 | 73.2 |
| other cells | 0 | 356 | 0 |
| simple gates | 5961 | 5961 | 7.45 |
| fa+ha+maj | 30 | 30 | 0.111 |
| compound gates | 2309 | 2309 | 4.83 |
| mux | 2832 | 2832 | 12.1 |
| xor+xnor | 43 | 43 | 0.113 |
| buf+inv | 1516 | 5321 | 2.19 |
==> final cells by class <==
| class | count | area (um2) |
|---|---|---|
| clock inverters | 540 | 6180 |
| multi-input cells | 11200 | 86800 |
| diodes | 356 | 891 |
| well taps | 14900 | 18600 |
| flip-flops and latches | 8289 | 248000 |
| clock buffers | 1022 | 21800 |
| repair buffers | 3737 | 39500 |
| fillers | 102000 | 705000 |
| repair inverters | 1 | 20.0 |
| inverters | 21 | 150 |
==> metal layers <==
metal | vias up | track usage (%) | routed length, um
met5 | - | 9.57 | 14000
met4 | 351 | 19.1 | 131000
met3 | 4272 | 26.5 | 317000
met2 | 18500 | 35.2 | 599000
met1 | 109000 | 24.8 | 406000
li1 | 89400 | - | -
==> worst max path at each step <==
stage | from | end
after global routing | o_tready | o_tdata[2]$_DFF_P_
final | o_tready | o_tdata[7]$_DFF_P_
after CTS | rptr[1]$_DFF_PN0_ | o_tdata[4]$_DFF_P_
==> power breakdown <==
part / total [mW] / internal (mW) / switching (mW)
registers: 87.6 / 87.2 / 0.437
clock network: 73.0 / 40.9 / 32.1
logic: 106 / 37.0 / 68.8
total: 266 / 165 / 101
==> through the flow <==
step           hold WS, ns  setup slack (ns)  instance area (um2)  setup TNS, ns
2_1_floorplan        0.331             0.612               339000              0
3_3_place_gp         0.332             -2.18               386000         -14.28
3_5_place_dp         0.335             -2.02               386000         -13.52
4_1_cts             0.0127            -0.243               420000          -1.38
5_1_grt             0.0571            -0.398               422000          -2.40
6_report            0.0411            -0.482               422000          -3.03
==> flip-flops by register name, indices dropped and copies added, names as in the netlist <==
register / cells
wq_wptr_grey: 11
wptr: 11
rq1_wptr_grey: 11
o_tdata: 8
buffer: 8192
rq2_wptr_grey: 11
wq1_rptr_grey: 11
rq_rptr_grey: 11
wq2_rptr_grey: 11
rptr: 11
o_tvalid: 1
==> timing repair <==
action,in CTS,in global routing
cloned,40,12
buffers inserted,151,52
hold buffers,24,0
endpoints found under the setup margin,9,9
endpoints found under the hold margin,21,0
pin swaps,122,63
gates resized,517,159
==> layout by cell type (no fill, tap or decap), types with 34 or more instances in the layout <==
master | synthesis | final
a211oi_1 | 141 | 125
a21oi_1 | 439 | 412
a221o_1 | 52 | 51
a221oi_1 | 125 | 114
a22oi_1 | 174 | 165
a311oi_1 | 86 | 79
a31oi_1 | 286 | 265
a32oi_1 | 301 | 292
and3_1 | 124 | 119
buf_12 | 0 | 654
buf_16 | 0 | 74
buf_4 | 169 | 2800
buf_6 | 28 | 95
bufbuf_16 | 0 | 35
bufinv_16 | 0 | 91
clkbuf_1 | 479 | 176
clkbuf_16 | 0 | 856
clkinv_1 | 0 | 180
clkinv_16 | 0 | 45
clkinv_2 | 0 | 160
dfrtp_1 | 89 | 80
diode_2 | 0 | 356
edfxtp_1 | 8192 | 8192
mux2i_1 | 1800 | 1782
mux4_2 | 1004 | 1004
nand2_1 | 3012 | 2961
nand3_1 | 1174 | 1133
nand4_1 | 152 | 152
nor2_1 | 1189 | 1135
nor2_4 | 1 | 36
nor2b_1 | 67 | 67
nor3_1 | 115 | 92
nor4_1 | 59 | 34
o2111ai_1 | 47 | 35
o211ai_1 | 55 | 55
o21ai_0 | 194 | 158
o21ai_1 | 24 | 38
o22ai_1 | 134 | 124
==> critical path, stage by stage <==
cell and delay [ns]:
buf_8 0.19, and2_4 0.42, buf_12 0.38, buf_12 0.19
buf_4 0.21, buf_4 0.22, mux4_2 0.24, mux2i_1 0.07
buf_4 0.20, o211ai_1 1.05, a41oi_2 0.40, buf_4 0.29
a221o_1 0.32
Power is estimated from default activity; no workload was simulated.
